<file path="config.mk">
export PLATFORM = sky130hd
export DESIGN_NAME = trafficlight
export DESIGN_NICKNAME = trafficlight
export VERILOG_FILES = /design/flow/design.v
export SDC_FILE = /design/flow/constraint.sdc
export NUM_CORES = 4
export LEC_CHECK = 1
export CORE_AREA = 10 10 76 76
export DIE_AREA = 0 0 86 86
</file>
<file path="constraint.sdc">
current_design trafficlight

set clk_period 3.7
set clk_io_pct 0.2

create_clock -name clk0 -period $clk_period [get_ports {clk}]

set non_clock_inputs [all_inputs -no_clocks]
set_input_delay [expr $clk_period * $clk_io_pct] -clock clk0 $non_clock_inputs
set_output_delay [expr $clk_period * $clk_io_pct] -clock clk0 [all_outputs]
</file>
<file path="design.v">
`timescale 1ns / 1ps
module trafficlight(n_light, s_light, e_light, w_light, clk, rst);
    output reg [2:0] n_light, s_light, e_light, w_light;
    input clk;
    input rst;
    reg [2:0] state;
    parameter [2:0] north_south = 3'b000;
    parameter [2:0] north_south_y = 3'b001;
    parameter [2:0] west_east = 3'b010;
    parameter [2:0] west_east_y = 3'b100;
    reg [2:0] count;
    always @(posedge clk or posedge rst) begin
        if(rst) begin
            state <= north_south;
            count <= 3'b000;
        end else begin
            case (state) 
                north_south: begin
                    if (count == 3'b101) begin
                        count <= 3'b000;
                        state <= north_south_y;
                    end else begin
                        count <= count + 3'b001;
                    end
                end
                north_south_y: begin
                    if (count == 3'b011) begin
                        count <= 3'b000;
                        state <= west_east;
                    end else begin 
                        count <= count + 3'b001;
                    end
                end
                west_east: begin
                    if (count == 3'b101) begin
                        count <= 3'b000;
                        state <= west_east_y;
                    end else begin
                        count <= count + 3'b001;
                    end
                end
                west_east_y: begin
                    if (count == 3'b011) begin
                        count <= 3'b000;
                        state <= north_south;
                    end else begin
                        count <= count + 3'b001;
                    end
                end
            endcase 
       end
    end
    always @(state) begin  
        case (state)
            north_south: begin
                n_light = 3'b001;
                s_light = 3'b001;
                e_light = 3'b100;
                w_light = 3'b100;
            end
            north_south_y: begin
                n_light = 3'b010;
                s_light = 3'b010;
                e_light = 3'b100;
                w_light = 3'b100;
            end
            west_east: begin
                n_light = 3'b100;
                s_light = 3'b100;
                e_light = 3'b001;
                w_light = 3'b001;
            end
            west_east_y: begin
                n_light = 3'b100;
                s_light = 3'b100;
                e_light = 3'b010;
                w_light = 3'b010;
            end
        endcase
    end
endmodule
</file>
<file path="run.sh">
#!/bin/bash
# OpenROAD 26Q1-2900-gdf79404cd8, Yosys 0.63+post, stock flow scripts
make -C /OpenROAD-flow-scripts/flow DESIGN_CONFIG=/design/flow/config.mk WORK_HOME=/design/flow/orfs finish
</file>
==> impl_metrics.toml <==
# physical design summary
[clocking]
cts_tree = "yes"
postCtsSetupBuffers = 0
cts_resized = 0
clkLatencyLatePin_ps = 230
clkTransAtPathRegs_ps = 40
h-tree-depth = 1
cts_buffer_depth = 2
cts-root-buf = "clkbuf_8"
cts_buffers = 3
hold_buffers = 0

[timing]
max_slew_margin_pct = 62.6
fin_tns_setup_ps = 0
drv_slew = 0
hold_viol = 0
setup_viol = 0
finalCriticalPeriod_ps = 1500
worstMarginPinSlew_ps = 557
unclocked_pins = 6
fin_crit_sh_pct = 40.6
max_freq_mhz = 665
grt_setup_unrepaired = "no"
skew_ps = 5.90
untimed_endpoints = 18

[yosys]
ys_cells = 65
largest_area_cell = "dfrtp_1"
syn_inst = 65
ys.flops = 13
top_cells_by_area = "dfrtp_1, dlxtn_1, ha_1"
ff_type = "dlxtn_1"
netlist_area_um2 = 589
syn_area_per_cell_um2 = 9.07
synth_cell_type_count = 19
synth-edff-count = 0
async_flop_share_pct = 53.8
common_cells = "inv_1, a21oi_1, buf_4, dfrtp_1, dlxtn_1"
synth_top_area_share_pct = 25.5
top_cell = "inv_1"
ys_area_um2 = 589
ys_warn_count = 1

[final_layout]
fill_cells = 444
layout-drive-gt1-share_pct = 8.33
synthToLayoutAreaGrowth_pct = 30.1
stdcell_count = 122

[hold_path]
hold_end = "state[0]"
holdCritPathClass = "reg2reg"
hold_depth = 2
min_from = "state[0]"

[die]
die_h_um = 86
die_w_um = 86
io_pins = 14
die_area_um2 = 7400
fp_util_pct = 14.3
core_um2 = 4120
placement_rows = 23

[power_and_ir_drop]
ir_drop_v = 0.0000902
leakagePower_uw = 0.000314
p_per_area_nw_per_um2 = 247

[routing]
diodes = 0
drt_wl_total_um = 1100
dr.pass1.iters = 4
drt_iter0_markers = 35
wl_per_cell_um = 9.02
drc_errors = 0
post_drt_via_cell_ratio = 3.60
num_vias = 439
ant_nets = 0

[worst_setup_path]
worstPathArrival_ps = 1660
cp.required_ps = 3860
cp_slowest_cell = "dfrtp_1"
path_common_cell = "ha_1"
worstPathMaxFanout = 6
crit_path_max_incr_delay_ps = 420
r2r_slack_ps = 2200
path_cells = "ha_1, inv_1, ha_1, a2111oi_0, a211oi_1, a21oi_1"
cp-end-kind = "flip-flop"
r2r_end = "count[2]"
reg2reg_depth = 6
cp-start-kind = "flip-flop"
r2r_start = "count[0]"
criticalPathCategory = "reg2reg"

[run_status]
status = "finished clean"

[global_route]
antenna_found_initial = 0
grt_pass1_vias = 423
grtUsageTotal_pct = 2.99
grt_max_degree = 13
overflow = 0
grt_pass1_wl_um = 1880

[placement]
dp_hpwl_um = 825
gp_congestion = 0.766
numPlacedInstances = 118
port_buffers = 13

[run]
warnings = 28
maxCapViolations = 0
## registers in the layout, summed over array words and instances, names as in the netlist
register,count
s_light,3
e_light,3
state,4
count,3
## critical path: cells and delay by family (launching register included)
family / cells / cell delay [ps]
flip-flops: 1 / 420
buffers and inverters: 1 / 50
adder cells (fa/ha/maj): 2 / 420
AND-OR/OR-AND: 3 / 540
## power by group
part	total, µW	switching [µW]	leakage, µW	internal, µW
Combinational	2.64	1.65	0.000150	0.988
Sequential	76.9	0	0.000141	76.9
Clock	110	34.8	0.0000228	74.7
Total	189	36.4	0.000314	153
## layout make-up
class	instances	area, µm²	area share, %
sequential	13	267	34.7
timing repair buffer	13	130	17.0
tap	50	62.6	8.16
inverter	9	33.8	4.40
clock buffer	4	45.0	5.87
multi-input combinational	33	229	29.9
## how the worst max path moves through the flow
stage,slack (ps),cells past startpoint,endpoint,start
finish,2200,6,count[2],count[0]
global route,2030,6,count[2],count[0]
CTS,2180,6,count[2],count[0]
## kinds of logic (layout without fill, tap and decap cells)
kind of cell | after synthesis | after routing | synth area share (%)
adder cells (fa/ha/maj) | 5 | 5 | 10.6
flip-flops | 7 | 7 | 29.9
AND-OR/OR-AND | 17 | 17 | 16.6
AND/OR/NAND/NOR | 11 | 11 | 11.7
buffers and inverters | 19 | 26 | 15.9
latches | 6 | 6 | 15.3
## routing by layer
metal | vias to the layer above | GRT usage [%] | wire [µm]
met3 | 0 | 2.67 | 178
met2 | 17 | 3.85 | 420
met4 | 0 | 0.299 | 0
met5 | - | 0 | 0
li1 | 220 | - | -
met1 | 202 | 3.74 | 502
## through the flow
step                      utilization [%]  worst slack [ps]  power (µW)  hold slack (ps)  instance area [µm²]
after floorplan                         -              2320        79.2              487                  589
after detailed placement             17.5              2190        80.7              506                  722
after CTS                            18.6              2180         190              513                  767
final                                18.6              2200         189              527                  767
after global routing                 18.6              2030         196              537                  767
after global placement               17.5              2280        80.7              502                  722
## cells in the final DEF (no fill, tap or decap)
| cell type | count |
|---|---|
| nor2_1 | 3 |
| a21o_1 | 1 |
| o22ai_1 | 3 |
| ha_1 | 5 |
| or2_2 | 1 |
| dfstp_2 | 1 |
| a211oi_1 | 1 |
| o21ai_1 | 2 |
| nand2_1 | 3 |
| a2111oi_0 | 1 |
| a21oi_1 | 8 |
| nor4_4 | 1 |
| or2_1 | 3 |
| clkdlybuf4s50_1 | 13 |
| clkbuf_8 | 3 |
| clkbuf_1 | 1 |
| dfrtp_1 | 6 |
| inv_1 | 9 |
| dlxtn_1 | 6 |
| o21ai_0 | 1 |
Power and IR drop assume default switching activity.
