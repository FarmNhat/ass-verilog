==> design.v <==
module seven_segment_display (
    input wire [3:0] digit,   
    output reg [6:0] seg     
);
    always @(*) begin
        case (digit)
            4'd0: seg = 7'b1000000;
            4'd1: seg = 7'b1111001; 
            4'd2: seg = 7'b0100100;
            4'd3: seg = 7'b0110000;
            4'd4: seg = 7'b0011001;
            4'd5: seg = 7'b0010010;
            default: seg = 7'b1111111;  
        endcase
    end
endmodule
module traffic_light_controller (
    input wire clk,            
    input wire reset,          
    output reg led4_r,         
    output reg led4_g,         
    output reg led4_b,         
    output reg led5_r,         
    output reg led5_g,         
    output reg led5_b,         
    output wire [6:0] seg      
);
    reg [1:0] current_state, next_state;
    localparam S_NS_GREEN = 2'b00,
               S_NS_YELLOW = 2'b01,
               S_EW_GREEN = 2'b10,
               S_EW_YELLOW = 2'b11;
    reg [31:0] timer;  
    reg [3:0] display_digit;  
    localparam TIMER_MAX_GREEN = 250_000_000;  
    localparam TIMER_MAX_YELLOW = 100_000_000;  
    reg [31:0] display_timer;  
    reg [3:0] countdown_digit;  
    seven_segment_display display_driver (
        .digit(display_digit),
        .seg(seg)
    );
    always @(posedge clk or posedge reset) begin
        if (reset) begin
            current_state <= S_NS_GREEN;
            timer <= 0;
            display_timer <= 0;
            countdown_digit <= 5;  
        end 
        else begin
            if (timer == 0) begin
                if (current_state == S_NS_GREEN || current_state == S_EW_GREEN) begin
                    timer <= TIMER_MAX_GREEN;
                end 
                else begin
                    timer <= TIMER_MAX_YELLOW;
                end
                current_state <= next_state;
                if (current_state == S_NS_YELLOW || current_state == S_EW_YELLOW) begin
                    countdown_digit <= 2;  
                end 
                else begin
                    countdown_digit <= 5;  
                end
            end 
            else begin
                timer <= timer - 1;
            end
            if (display_timer == 50_000_000) begin   
                display_timer <= 0;
                if (countdown_digit > 0) begin
                    countdown_digit <= countdown_digit - 1;
                end else if (countdown_digit == 0 && (current_state == S_NS_GREEN || current_state == S_EW_GREEN)) begin
                    countdown_digit <= 5;  
                end else if (countdown_digit == 0 && (current_state == S_NS_YELLOW || current_state == S_EW_YELLOW)) begin
                    countdown_digit <= 2;  
                end
            end else begin
                display_timer <= display_timer + 1;
            end
            display_digit <= countdown_digit;  
        end
    end
    always @(*) begin
        case (current_state)
            S_NS_GREEN: next_state = S_NS_YELLOW;
            S_NS_YELLOW: next_state = S_EW_GREEN;
            S_EW_GREEN: next_state = S_EW_YELLOW;
            S_EW_YELLOW: next_state = S_NS_GREEN;
            default: next_state = S_NS_GREEN;
        endcase
    end
    always @(*) begin
        led4_r = 0;
        led4_g = 0;
        led4_b = 0;
        led5_r = 0;
        led5_g = 0;
        led5_b = 0;
        case (current_state)
            S_NS_GREEN: begin
                led4_g = 1;  
                led5_r = 1;  
            end
            S_NS_YELLOW: begin
                led4_r = 1;  
                led4_g = 1;  
                led5_r = 1;  
            end
            S_EW_GREEN: begin
                led4_r = 1;  
                led5_g = 1;  
            end
            S_EW_YELLOW: begin
                led4_r = 1;  
                led5_r = 1;  
                led5_g = 1;  
            end
            default: begin
                led4_r = 1;  
                led5_r = 1;  
            end
        endcase
    end
endmodule
==> run.sh <==
#!/bin/bash
# OpenROAD 26Q1-2900-gdf79404cd8, Yosys 0.63+post, stock flow scripts
make -C /OpenROAD-flow-scripts/flow DESIGN_CONFIG=/design/flow/config.mk WORK_HOME=/design/flow/orfs finish
==> config.mk <==
export PLATFORM = sky130hd
export DESIGN_NAME = traffic_light_controller
export DESIGN_NICKNAME = traffic_light_controller
export VERILOG_FILES = /design/flow/design.v
export SDC_FILE = /design/flow/constraint.sdc
export NUM_CORES = 4
export LEC_CHECK = 1
export CORE_UTILIZATION = 30
==> constraint.sdc <==
current_design traffic_light_controller

set clk_period 14.6
set clk_io_pct 0.2

create_clock -name clk0 -period $clk_period [get_ports {clk}]

set non_clock_inputs [all_inputs -no_clocks]
set_input_delay [expr $clk_period * $clk_io_pct] -clock clk0 $non_clock_inputs
set_output_delay [expr $clk_period * $clk_io_pct] -clock clk0 [all_outputs]
==> results_dict.tcl <==
# yosys + openroad results
set metrics [dict create \
    status "finished, final reports clean" \
    p_int_uw 365 \
    synthAoiAreaFrac 0.0749 \
    critical_path.cell_chain "and3_1 > o21bai_1 > clkdlybuf4s50_1" \
    grt_pass1_wl_mm 13.3 \
    drive_above_1_share 0.0784 \
    fmax_ghz 0.219 \
    synthCells 403 \
    adder_share 0.0194 \
    synth_area_mm2 0.00386 \
    hold_violations 0 \
    slew_headroom 0.432 \
    ys_seq_share 0.499 \
    drc_errors 0 \
    period_used_share 0.313 \
    drt-met1-wl_mm 3.62 \
    top_layer_used "met4" \
    wl_mm 7.55 \
    cts_post_setup_buffers_inserted 0 \
    worst_slack_ps 10030 \
    sw_frac_of_total 0.198 \
    num_rows 41 \
    htree_levels 3 \
    clk_latency_ps 330 \
    drv_cap 0 \
    slowest_stage "clkdlybuf4s50_1" \
    synthToLayoutAreaGrowth_pct 16.3 \
    core_mm2 0.0126 \
    cts_root_buf "clkbuf_16" \
    tightest_slew_ps 846 \
    tritoncts "done" \
    antenna_found_initial 0 \
    via_count 2911 \
    synth.logic.top_family "simple AND/OR/NAND/NOR gates" \
    sequentialPowerShare 0.468 \
    grt_max_degree 60 \
    rsz0062_at_grt "no" \
    hold_buffers 0 \
    async_reset_ff_frac 0.947 \
    tns_ps 0 \
    dr_wl_met3_um 250 \
    p_comb_frac 0.016 \
    simple_gate_area_frac 0.268 \
    clk_pin_slew_ps 60 \
    cts_buffers 9 \
    met2_length_mm 3.55 \
    port_buffers 12 \
    slowest_delay_ps 490 \
    overflow 0 \
    irDropWorstVdd_mv 0.0769 \
    cp-end-kind "primary output" \
    avgSynthCellArea_um2 9.58 \
    placed_cell_area_mm2 0.00417 \
    synth.yosys.warnings 2 \
    p_per_area_mw_per_mm2 101 \
    mux_share 0 \
    io-pin-count 15 \
    routedWlPerCell_um 12.7 \
    yosys_cells 403 \
    crit_fanout 6 \
    slew_viol_final 0 \
    start_kind "register" \
    gp_congestion 0.786 \
    period_minus_slack_ps 4570 \
    diodes 0 \
    yosys.cell_types.count 46 \
    ant_nets 0 \
    post_cts_resized 0 \
    warning_count 28 \
    edf_count 4 \
    die_area_mm2 0.0133 \
    crit_required_ps 11680 \
    cpLargestDelayFamily "buffers and inverters" \
    ff_type "dfrtp_1" \
    hold_path_class "reg -> reg" \
    cts_buffer_depth 2 \
    place_hpwl_mm 5.03 \
    grt.total_usage 0.126 \
    place_ws_ps 10200 \
    die_width_um 115 \
    synth_chip_area_mm2 0.00386 \
    clkPwrFrac 0.516 \
    path_class "reg -> out" \
    fp-utilization 0.307 \
    setup_viol_count_final 0 \
    first_pass_iters 4 \
    fin_skew_ps 10.3 \
    p_sw_uw 89.8 \
    ys.flops 76 \
    first_iter_violations 121 \
    p_leak_nw 1.80 \
    crit_arrival_ps 1650 \
    final_util 0.357 \
    grt_pass1_vias 2884 \
    die_h_um 115 \
    path_buffers 1 \
    cts_num_sinks 76 \
    via_per_inst 4.91 \
    finalInstanceArea_mm2 0.00449 \
    xor_share 0.109 \
]
-- area by class of cell --
cell class / count / area, µm²
Tap cell: 172 / 215
Timing Repair Buffer: 16 / 150
Inverter: 11 / 41.3
Clock buffer: 10 / 229
Clock inverter: 6 / 87.6
Fill cell: 1217 / 8080
Multi-Input combinational cell: 302 / 1840
Sequential cell: 76 / 1930
-- sequential cells by signal, indices dropped and copies added (netlist names), named ones only --
register	count
countdown_digit	4
timer	32
display_timer	32
display_digit	4
-- per-layer routing --
layer | vias up | GRT usage
met1 | 1410 | 0.185
met4 | 0 | 0.0242
met3 | 11 | 0.0288
li1 | 1440 | -
met5 | - | 0
met2 | 50 | 0.199
-- stage by stage --
step	instances	hold WS (ps)	power, mW
3_3_place_gp	577	472	0.224
3_5_place_dp	577	470	0.224
2_1_floorplan	404	443	0.221
5_1_grt	593	491	0.470
6_report	593	482	0.455
4_1_cts	593	480	0.460
-- logic make-up after synthesis --
group / Yosys count
buffers and inverters: 26
AND/OR/NAND/NOR: 198
adder cells (fa/ha/maj): 6
other: 1
flip-flops: 76
AND-OR/OR-AND: 48
XOR/XNOR: 48
-- power by group through the flow --
stage / Sequential [mW] / Clock [mW] / Combinational (mW)
6_report: 0.213 / 0.235 / 0.00713
5_1_grt: 0.213 / 0.249 / 0.00831
4_1_cts: 0.213 / 0.239 / 0.00749
-- cells in the final DEF, fill, tap and decap left out, types with 4 or more instances in the layout --
master and instances:
xor2_1 15, o31ai_1 5, nor3_1 17, dfrtp_1 69, nand4_1 9, nor4_1 9
inv_1 10, or4_1 4, nand2_1 37, edfxtp_1 4, or3_1 11, ha_1 6
o21ai_0 9, nor2_1 48, nand3_1 23, xnor2_1 33, and3_1 12, a21oi_1 21
clkdlybuf4s50_1 12, buf_4 4, clkbuf_16 9
-- worst register-to-register path: stages, from the launching register on --
cell and delay (ps):
dfrtp_1 430, or4_1 620, nor4_2 380, and4_1 710
nor2_1 150, o21a_1 200, a211o_1 220
-- path summary, 6_finish.rpt --
check / slack, ps / cells past startpoint / endpoint / from
worst max-delay path: 10030 / 3 / seg[3] / display_digit[2]
worst min-delay path: 480 / 0 / display_digit[1] / countdown_digit[1]
worst max register to register: 11830 / 6 / countdown_digit[0] / timer[20]
worst min register to register: 480 / 0 / display_digit[1] / countdown_digit[1]
max in group asynchronous: 10620 / 3 / timer[11] / reset
min in group asynchronous: 2900 / 2 / display_timer[11] / reset
-- cells in the mapped netlist, types with 2 or more instances --
master / instances / area (µm²)
a21oi_1: 21 / 105
a31oi_1: 3 / 18.8
and3_1: 12 / 75.1
and4_1: 3 / 26.3
buf_2: 2 / 10.0
buf_4: 3 / 22.5
clkbuf_1: 10 / 37.5
dfrtp_1: 69 / 1730
dfstp_2: 3 / 78.8
edfxtp_1: 4 / 120
ha_1: 6 / 75.1
inv_1: 11 / 41.3
nand2_1: 37 / 139
nand2b_1: 3 / 18.8
nand3_1: 23 / 115
nand3b_1: 3 / 22.5
nand4_1: 9 / 56.3
nor2_1: 48 / 180
nor2b_1: 2 / 12.5
nor3_1: 17 / 85.1
nor4_1: 11 / 68.8
nor4b_1: 3 / 26.3
nor4bb_1: 2 / 20.0
o21a_1: 2 / 15.0
o21ai_0: 9 / 45.0
o21bai_1: 2 / 15.0
o31ai_1: 5 / 37.5
or2_2: 2 / 12.5
or3_1: 11 / 68.8
or3_4: 2 / 22.5
or4_1: 4 / 30.0
xnor2_1: 33 / 289
xor2_1: 15 / 131
Power and IR drop assume default switching activity.
